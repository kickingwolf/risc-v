<file path="design/flow/design.v">
`timescale 1ns / 1ps
module LD_ST_type(addr2,func3,store_type,rd_data_wr,wr_data_in,wr_data,rd_final_data_out);
input [1:0]  addr2;
input [2:0]  func3;
input        store_type;
input [31:0] rd_data_wr;
input [31:0] wr_data_in;
output  [31:0]   wr_data;
output  [31:0]    rd_final_data_out;
assign wr_data = ({32{ store_type & !func3[2] & !func3[1] & !func3[0]& !addr2[1] & !addr2[0]}} & {rd_data_wr[31:8], wr_data_in[7:0]                    } )     
	                    |({32{ store_type & !func3[2] & !func3[1] & !func3[0]& !addr2[1] &  addr2[0]}} & {rd_data_wr[31:16],wr_data_in[15:8], rd_data_wr [7:0]} )
	                    |({32{ store_type & !func3[2] & !func3[1] & !func3[0]&  addr2[1] & !addr2[0]}} & {rd_data_wr[31:24], wr_data_in[23:16],rd_data_wr[15:0]} )
	                    |({32{ store_type & !func3[2] & !func3[1] & !func3[0]&  addr2[1] &  addr2[0]}} & {                        wr_data_in[31:24],rd_data_wr[23:0]} )
  				        |({32{ store_type & !func3[2] & !func3[1] &  func3[0]& !addr2[1]}} &  { rd_data_wr[31:16],wr_data_in[15:0]})
	                    |({32{ store_type & !func3[2] & !func3[1] &  func3[0]&  addr2[1]}} &  { wr_data_in[31:16],rd_data_wr[15:0]})
	                    |({32{ store_type & !func3[2] &  func3[1] & !func3[0] }} &  wr_data_in) ;
assign rd_final_data_out = ({32{  !func3[2] & !func3[1] & !func3[0]& !addr2[1] & !addr2[0]}} & {{24{rd_data_wr[7]}},rd_data_wr[7:0]}  )
                 |({32{  !func3[2] & !func3[1] & !func3[0]& !addr2[1] &  addr2[0]}} & {{24{rd_data_wr[7]}},rd_data_wr[15:8]} )
	                      |({32{  !func3[2] & !func3[1] & !func3[0]&  addr2[1] & !addr2[0]}} & {{24{rd_data_wr[7]}},rd_data_wr[23:16]} )
	                      |({32{  !func3[2] & !func3[1] & !func3[0]&  addr2[1] &  addr2[0]}} & {{24{rd_data_wr[7]}},rd_data_wr[31:24]} )
  				          |({32{   func3[2] & !func3[1] & !func3[0]& !addr2[1] & !addr2[0]}} & {24'b00000000_00000000_00000000,rd_data_wr[7:0]}  )
                          |({32{   func3[2] & !func3[1] & !func3[0]& !addr2[1] &  addr2[0]}} & {24'b00000000_00000000_00000000,rd_data_wr[15:8]} )
	                      |({32{   func3[2] & !func3[1] & !func3[0]&  addr2[1] & !addr2[0]}} & {24'b00000000_00000000_00000000,rd_data_wr[23:16]} )
	                      |({32{   func3[2] & !func3[1] & !func3[0]&  addr2[1] &  addr2[0]}} & {24'b00000000_00000000_00000000,rd_data_wr[31:24]} )
                          |({32{  !func3[2] & !func3[1] &  func3[0]&             !addr2[1]}} & {{16{rd_data_wr[15]}},rd_data_wr[15:0]} )
                          |({32{  !func3[2] & !func3[1] &  func3[0]&              addr2[1]}} & {{16{rd_data_wr[31]}},rd_data_wr[31:16]})
	                      |({32{   func3[2] & !func3[1] &  func3[0]&             !addr2[1]}} & {16'b0,rd_data_wr[15:0]}   )
	                      |({32{   func3[2] & !func3[1] &  func3[0]&              addr2[1]}} & {16'b0,rd_data_wr[31:16]}  )
				          |({32{  !func3[2] &  func3[1] & !func3[0]                       }} &   rd_data_wr);
endmodule
</file>
<file path="design/flow/run.sh">
#!/bin/bash
# OpenROAD 26Q1-2900-gdf79404cd8, Yosys 0.63+post, stock flow scripts
make -C /OpenROAD-flow-scripts/flow DESIGN_CONFIG=/design/flow/config.mk WORK_HOME=/design/flow/orfs finish
</file>
<file path="design/flow/config.mk">
export PLATFORM = sky130hd
export DESIGN_NAME = LD_ST_type
export DESIGN_NICKNAME = LD_ST_type
export VERILOG_FILES = /design/flow/design.v
export SDC_FILE = /design/flow/constraint.sdc
export NUM_CORES = 4
export LEC_CHECK = 1
export CORE_AREA = 10 10 82 82
export DIE_AREA = 0 0 92 92
</file>
<file path="design/flow/constraint.sdc">
current_design LD_ST_type

set clk_period 4.7
set clk_io_pct 0.2

create_clock -name clk0 -period $clk_period

set non_clock_inputs [all_inputs -no_clocks]
set_input_delay [expr $clk_period * $clk_io_pct] -clock clk0 $non_clock_inputs
set_output_delay [expr $clk_period * $clk_io_pct] -clock clk0 [all_outputs]
</file>
==> flow_summary.html <==
<h3>Flow metrics</h3>
<table>
<tr><th>Metric</th><th>Value</th></tr>
<tr><th colspan="2">Layout</th></tr>
<tr><td>Highest-count logic cell in the final layout</td><td>sky130_fd_sc_hd__clkdlybuf4s50_1</td></tr>
<tr><td>Layout-stage area growth over the synthesis result</td><td>141%</td></tr>
<tr><td>Summed area of non-filler cells in the final layout</td><td>2420 µm²</td></tr>
<tr><td>Count of flip-flops and latches</td><td>0</td></tr>
<tr><td>Leading cell types in the layout, fill and taps excluded</td><td>sky130_fd_sc_hd__clkdlybuf4s50_1, sky130_fd_sc_hd__a32o_1, sky130_fd_sc_hd__a21o_1, sky130_fd_sc_hd__a221o_1, sky130_fd_sc_hd__nor2_1</td></tr>
<tr><td>Footprint of the flip-flops and latches</td><td>0 µm²</td></tr>
<tr><td>Proportion of layout cells with a drive suffix above 1</td><td>5.67%</td></tr>
<tr><td>Clk_buf instances</td><td>0</td></tr>
<tr><th colspan="2">Worst setup path</th></tr>
<tr><td>Setup crit start kind</td><td>input port</td></tr>
<tr><td>Crit-path cells</td><td>clkdlybuf4s50_1 -&gt; nand2b_1 -&gt; nor3b_2 -&gt; a221o_1 -&gt; clkdlybuf4s50_1</td></tr>
<tr><td>Worst Setup Path Type</td><td>in -&gt; out</td></tr>
<tr><td>Largest driver fanout on the critical path</td><td>11</td></tr>
<tr><td>Slowest-stage cell, CP</td><td>sky130_fd_sc_hd__clkdlybuf4s50_1</td></tr>
<tr><td>Critical Path Sink Type</td><td>primary output</td></tr>
<tr><td>Arrival time reported for the critical path endpoint</td><td>3.35 ns</td></tr>
<tr><td>Stage delay of the slowest cell on the critical path</td><td>0.78 ns</td></tr>
<tr><td>Required @ worst endpoint</td><td>3.76 ns</td></tr>
<tr><td>Crit-path most repeated cell</td><td>sky130_fd_sc_hd__clkdlybuf4s50_1</td></tr>
<tr><th colspan="2">STA</th></tr>
<tr><td>Relative slew slack</td><td>57.0%</td></tr>
<tr><td>Unrepaired setup endpoints after global routing</td><td>no</td></tr>
<tr><td>Number of setup violations in the final report</td><td>0</td></tr>
<tr><td>Least-Margin Pin Slew</td><td>0.644 ns</td></tr>
<tr><td>Crit path setup slack, layout</td><td>0.414 ns</td></tr>
<tr><td>Final tally of max-slew violations</td><td>0</td></tr>
<tr><td>Final hold violations</td><td>0</td></tr>
<tr><td>Period Utilization, post-route</td><td>91.2%</td></tr>
<tr><td>Final worst path period need</td><td>4.29 ns</td></tr>
<tr><td>Sum of negative setup slack</td><td>0 ns</td></tr>
<tr><td>Peak Freq</td><td>233 MHz</td></tr>
<tr><th colspan="2">Yosys</th></tr>
<tr><td>Post-synth cell types</td><td>23</td></tr>
<tr><td>Yosys top cell by area</td><td>sky130_fd_sc_hd__a32o_1</td></tr>
<tr><td>Area of the mapped netlist</td><td>1000 µm²</td></tr>
<tr><td>Cell count after synthesis</td><td>120</td></tr>
<tr><td>Chip area in the Yosys report</td><td>1000 µm²</td></tr>
<tr><td>Yosys synthesis warning count</td><td>0</td></tr>
<tr><td>Cell total in the yosys stat output</td><td>120</td></tr>
<tr><td>Average size of a mapped cell</td><td>8.36 µm²</td></tr>
<tr><td>Main area contributors after synthesis</td><td>sky130_fd_sc_hd__a32o_1, sky130_fd_sc_hd__a221o_1, sky130_fd_sc_hd__a21o_1</td></tr>
<tr><td>Share of synthesized area occupied by flip-flops and latches</td><td>0%</td></tr>
<tr><td>Area fraction of the dominant cell type after synthesis</td><td>31.9%</td></tr>
<tr><th colspan="2">Power and ir drop</th></tr>
<tr><td>Total power draw</td><td>0.219 mW</td></tr>
<tr><td>Cell leakage power</td><td>0.950 nW</td></tr>
<tr><td>Peak supply drop</td><td>34.7 µV</td></tr>
<tr><td>Power density over the cells</td><td>90.6 nW/µm²</td></tr>
<tr><th colspan="2">Detailed routing</th></tr>
<tr><td>Detailed Route Iter0 Violations</td><td>44</td></tr>
<tr><td>Average wire length per cell after detail routing</td><td>21.2 µm</td></tr>
<tr><td>Number of antenna cells inserted</td><td>0</td></tr>
<tr><td>Via count</td><td>1673</td></tr>
<tr><td>DRT antenna net count</td><td>0</td></tr>
<tr><td>Number of vias per cell after detailed routing</td><td>5.28</td></tr>
<tr><td>Drt first pass iters</td><td>4</td></tr>
<tr><td>DRC violation count after routing</td><td>0</td></tr>
<tr><td>Detailed Route WL</td><td>6710 µm</td></tr>
<tr><th colspan="2">GRT</th></tr>
<tr><td>Largest net degree at the start of global routing</td><td>33</td></tr>
<tr><td>Initial antenna violation count</td><td>0</td></tr>
<tr><td>GRT Residual Overflow</td><td>0</td></tr>
<tr><td>Via count of the first global-routing pass</td><td>1855</td></tr>
<tr><td>Global-route wire length before repair</td><td>10300 µm</td></tr>
<tr><td>Global-route usage over all layers</td><td>14.8%</td></tr>
<tr><th colspan="2">Floorplan</th></tr>
<tr><td>Starting utilization of the core area</td><td>19.8%</td></tr>
<tr><td>Count of standard-cell rows</td><td>26</td></tr>
<tr><td>Die Width</td><td>92 µm</td></tr>
<tr><td>Die outline area</td><td>8460 µm²</td></tr>
<tr><td>Core Region</td><td>5070 µm²</td></tr>
<tr><td>Number of primary I/O pins</td><td>134</td></tr>
<tr><td>Die H</td><td>92 µm</td></tr>
<tr><th colspan="2">Job</th></tr>
<tr><td>OpenROAD warnings</td><td>32</td></tr>
<tr><td>Number of maximum-capacitance constraint violations</td><td>0</td></tr>
<tr><th colspan="2">Placement</th></tr>
<tr><td>Placed standard-cell area</td><td>2420 µm²</td></tr>
<tr><td>Detail Placement HPWL</td><td>5570 µm</td></tr>
<tr><td>PortBufs</td><td>134</td></tr>
<tr><td>Pre-CTS setup slack</td><td>0.420 ns</td></tr>
<tr><td>Gpl congestion</td><td>0.829</td></tr>
<tr><th colspan="2">Worst hold path</th></tr>
<tr><td>Worst min-delay path category</td><td>in -&gt; out</td></tr>
<tr><td>Hold Crit Depth</td><td>3</td></tr>
<tr><td>Worst min-delay path endpoint</td><td>wr_data[28]</td></tr>
<tr><td>Launch instance of the worst min-delay path</td><td>wr_data_in[28]</td></tr>
<tr><th colspan="2">Clocking</th></tr>
<tr><td>Number of hold-repair buffers added at the cts stage</td><td>0</td></tr>
<tr><td>Cts repair resizes</td><td>0</td></tr>
<tr><td>Number of setup buffers added after CTS</td><td>0</td></tr>
<tr><th colspan="2">Status</th></tr>
<tr><td>Outcome</td><td>finished clean</td></tr>
</table>
## final cells by class
type	count	area, µm²
fill	525	2660
inverter	2	7.51
multi-input combinational	105	936
tap	70	87.6
timing repair buffer	140	1390
## worst max path at each step
stage / startpoint / to / slack [ns]
after CTS: func3[0] / rd_final_data_out[5] / 0.41
after global routing: func3[0] / rd_final_data_out[6] / 0.19
final: func3[0] / rd_final_data_out[5] / 0.41
## through the flow
step	std cells	hold slack, ns	utilization (%)
after global routing	317	2.93	47.6
after CTS	317	2.90	47.6
after floorplan	120	1.93	-
final	317	2.89	47.6
after detailed placement	317	2.89	47.6
after global placement	317	2.89	47.6
## logic make-up (layout without fill, tap and decap cells)
family	after synthesis	after routing	share of synthesized area, %
AND-OR/OR-AND	75	75	70.9
AND/OR/NAND/NOR	21	21	12.6
buffers and inverters	15	142	7.48
multiplexers	9	9	8.98
## where the power goes
| part | internal, mW | switching (mW) |
|---|---|---|
| Sequential | 0 | 0 |
| Clock | 0 | 0 |
| Combinational | 0.146 | 0.0734 |
## cell usage after synthesis, types with 2 or more instances
| library cell | number |
|---|---|
| sky130_fd_sc_hd__mux2i_1 | 9 |
| sky130_fd_sc_hd__nand2b_1 | 3 |
| sky130_fd_sc_hd__a21boi_2 | 2 |
| sky130_fd_sc_hd__a32o_1 | 32 |
| sky130_fd_sc_hd__nor2_1 | 12 |
| sky130_fd_sc_hd__nor3b_2 | 2 |
| sky130_fd_sc_hd__clkbuf_1 | 5 |
| sky130_fd_sc_hd__o21bai_1 | 2 |
| sky130_fd_sc_hd__buf_2 | 6 |
| sky130_fd_sc_hd__inv_1 | 2 |
| sky130_fd_sc_hd__a221o_1 | 15 |
| sky130_fd_sc_hd__a21o_1 | 19 |
## routing by layer
metal  up-vias  share of wire [%]  track usage, %
li1        791                  -               -
met1       811                 40            17.3
met2        69                 52            26.9
met3         2                8.1            4.70
met4         0               0.31           0.514
met5         -                  0               0
## worst max-delay path, delay by kind of cell
family	cells	cell delay, ns
buffers and inverters	2	1.26
AND/OR/NAND/NOR	2	0.89
AND-OR/OR-AND	1	0.25
Power is estimated from default activity; no workload was simulated.
